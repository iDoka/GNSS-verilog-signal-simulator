`./run.sh`:
```
#!/bin/bash
# OpenROAD 26Q1-2900-gdf79404cd8, Yosys 0.63+post, stock flow scripts
make -C /OpenROAD-flow-scripts/flow DESIGN_CONFIG=/design/flow/config.mk WORK_HOME=/design/flow/orfs finish
```
`./config.mk`:
```
export PLATFORM = sky130hd
export DESIGN_NAME = gen_511k
export DESIGN_NICKNAME = gen_511k
export VERILOG_FILES = /design/flow/design.v
export SDC_FILE = /design/flow/constraint.sdc
export NUM_CORES = 4
export LEC_CHECK = 1
export CORE_AREA = 10 10 76 76
export DIE_AREA = 0 0 86 86
```
`./design.v`:
```
module gen_511k (
          input   clk,
          output  clk_511k
   );
reg [3:0] div1 = 4'b0000;  
reg [3:0] div2 = 4'b0000;  
reg [5:0] div3 = 6'b000000;  
reg div_500k = 1'b0;
reg div_50k  = 1'b0;
reg div_11k  = 1'b0;
wire div_550k;
always @(posedge clk) begin
  if (div1==(5-1))
    div1 <= 0;
  else
    div1 <= div1 + 1;
  if (div1==(5-1))
    div_500k <= ~div_500k;
  else
    div_500k <= div_500k;
end
always @(posedge div_500k) begin
  if (div2==(5-1))
    div2 <= 0;
  else
    div2 <= div2 + 1;
  if (div2==(5-1))
    div_50k <= ~div_50k;
  else
    div_50k <=  div_50k;
end
assign div_550k = div_500k ^ div_50k;
always @(posedge div_550k) begin
  if (div3==(25-1))
    div3 <= 0;
  else
    div3 <= div3 + 1;
  if (div3==(25-1))
    div_11k <= ~div_11k;
  else
    div_11k <=  div_11k;
end
assign clk_511k = div_500k ^ div_11k;
endmodule
```
`./constraint.sdc`:
```
current_design gen_511k

set clk_period 1.4
set clk_io_pct 0.2

create_clock -name clk0 -period $clk_period [get_ports {clk}]

set non_clock_inputs [all_inputs -no_clocks]
set_input_delay [expr $clk_period * $clk_io_pct] -clock clk0 $non_clock_inputs
set_output_delay [expr $clk_period * $clk_io_pct] -clock clk0 [all_outputs]
```
==> results.tsv <==
metric	value	unit
post-cts-setup-buffers	0	
yosys_area	692	µm²
syn_inst	66	
ant_nets	0	
cp.arrival	1.00	ns
reg2reg_to	div_500k$_DFFE_PN_	
hold_class	reg2reg	
unclocked_regs	12	
simple_gate_share	18.4	%
root_buffer	clkbuf_8	
hold_viol_final	0	
warning_count	28	
ys_sh_adder	10.8	%
die_w	86	µm
grt_antenna_before_repair	0	
synthTopLogicFamily	simple AND/OR/NAND/NOR gates	
grt_setup_unrepaired	no	
hold_depth	1	
wl_per_cell	7.44	µm
comb_area	288	µm²
areaGrowthSynthToFinish	18.1	%
worst_setup_path_end_kind	output port	
dp_hpwl	682	µm
max_slew.worst_pin.slew	0.432	ns
dpl.cell_count	118	
max_cap_viol_count	0	
die_y	86	µm
reg2reg_slack	0.23	ns
power_density	504	mW/mm²
cts_made_buffers	3	
status	complete, no violations	
worstPathMaxFanout	2	
max_freq	0.780	GHz
synth_area_per_cell	10.5	µm²
reg2reg_from	div1[0]$_SDFF_PN0_	
grt_max_degree	8	
cts_max_level	1	
finalSetupViolCount	0	
worstSetupStartpointType	flip-flop	
reg2reg_depth	4	
postSynthSeqShare	53.5	%
crit_start	div_500k$_DFFE_PN_	
crit_path_end	clk_511k	
netlist_area	692	µm²
final-instance-count-excl-fill	122	
cts_tree	done	
relSlewSlack	71.1	%
synth_cell_types	14	
drtPass1Iterations	4	
seq_area	370	µm²
synthAoiAreaFrac	2.17	%
untimed_endpoints	14	
vdd_drop_max	0.666	mV
io_buffer_count	1	
yosys_warnings	1	
ys_cells	66	
slew_viol_final	0	
fp-utilization	16.8	%
crit_type	reg2out	
final.setup_skew	0.00105	ns
dieArea	0.00740	mm²
rows	23	
drt_iter0_markers	24	
grt_overflow	0	
grt_pass1_wl	1840	µm
fillCellCount	430	
insertion_delay	0.22	ns
cts_resized	1	
cp_data_required_time	1.12	ns
tns	0	ns
track_usage	2.83	%
io_pins	2	
xor_share	10.1	%
coreArea	0.00412	mm²
cts_buffer_depth	2	
drive_gt1_share	9.72	%
clk_pin_slew	0.04	ns
num_vias	410	
routed_via_density	3.36	
power_leakage	0.000354	µW
post-route-period-util	91.6	%
antenna_cells	0	
fin_crit	1.28	ns
gp_congestion	0.659	
hold_buffers	0	
wirelength	908	µm
synth-seq-cells	17	
grt_pass1_vias	443	
drc	0	
mux_area_share	0	%
layer usage:
metal  global-route usage [%]  share of wire (%)
met3                     1.24                2.8
met4                    0.599                1.5
met1                     3.60                 54
met5                        0                  0
met2                     4.33                 41
state kept, by name, summed over array words and instances (netlist names):
| register | flops |
|---|---|
| div3 | 6 |
| div1 | 4 |
| div2 | 4 |
| div_11k | 1 |
| div_500k | 1 |
| div_50k | 1 |
metrics by stage:
stage / total power (µW) / worst slack, ns / hold WS (ns) / area (µm²) / util, %
2_1_floorplan: 149 / 0.344 / 0.430 / 692 / -
3_3_place_gp: 149 / 0.0997 / 0.439 / 772 / 18.8
3_5_place_dp: 149 / 0.0825 / 0.461 / 772 / 18.8
4_1_cts: 419 / 0.0942 / 0.474 / 817 / 19.9
5_1_grt: 439 / 0.0611 / 0.500 / 817 / 19.9
6_report: 412 / 0.118 / 0.470 / 817 / 19.9
worst max-delay path, cell delays in order (launching register included):
cell and delay (ns):
edfxtp_1 0.39, xor2_1 0.16, dlygate4sd2_1 0.24
placed cells by master (no fill, tap or decap), drive strengths merged:
cell type    Yosys  layout
dlygate4sd2      0       1
nand2            3       3
xnor2            3       3
clkbuf           0       3
nand3            4       4
edfxtp           3       3
nor2b            3       3
clkinv           0       1
nor4b            1       1
xor2             5       5
buf              0       1
a21o             2       2
nor3             2       2
inv              9       9
dfxtp           14      14
nor2            11      11
ha               6       6
Yosys cell counts, drive strengths merged:
cell | number | area share (%)
nor2b | 3 | 2.7
nand2 | 3 | 2.0
nor2 | 11 | 6.0
nor3 | 2 | 1.4
dfxtp | 14 | 41
edfxtp | 3 | 13
ha | 6 | 11
nor4b | 1 | 3.4
xor2 | 5 | 6.3
xnor2 | 3 | 3.8
inv | 9 | 4.9
a21o | 2 | 2.2
nand3 | 4 | 2.9
area by class of cell:
| class | instances | area share, % |
|---|---|---|
| timing repair buffer | 2 | 1.99 |
| sequential | 17 | 45.3 |
| multi-input combinational | 40 | 35.2 |
| clock buffer | 3 | 5.05 |
| clock inverter | 1 | 0.613 |
| inverter | 9 | 4.13 |
| tap | 50 | 7.66 |
power by group:
part	internal [µW]	switching (µW)	leakage (µW)
combinational	0	0	0.000182
sequential	147	0	0.000147
clock	191	73.3	0.0000255
total	338	73.3	0.000354
cell families after synthesis:
kind of cell / count (synthesis)
buf+inv: 9
flops: 17
simple gates: 24
xor+xnor: 8
fa+ha+maj: 6
compound gates: 2
worst min-delay path by stage:
stage	start	endpoint
CTS	div1[0]$_SDFF_PN0_	div1[0]$_SDFF_PN0_
global route	div1[0]$_SDFF_PN0_	div1[0]$_SDFF_PN0_
finish	div1[0]$_SDFF_PN0_	div1[0]$_SDFF_PN0_
Power is estimated from default activity; no workload was simulated.
